**config.mk**
```make
export PLATFORM = sky130hd
export DESIGN_NAME = buz
export DESIGN_NICKNAME = buz
export VERILOG_FILES = /design/flow/design.v
export SDC_FILE = /design/flow/constraint.sdc
export NUM_CORES = 4
export LEC_CHECK = 1
export CORE_UTILIZATION = 30
```
**constraint.sdc**
```tcl
current_design buz

set clk_period 3.0
set clk_io_pct 0.2

create_clock -name clk0 -period $clk_period [get_ports {CLK}]

set non_clock_inputs [all_inputs -no_clocks]
set_input_delay [expr $clk_period * $clk_io_pct] -clock clk0 $non_clock_inputs
set_output_delay [expr $clk_period * $clk_io_pct] -clock clk0 [all_outputs]
```
**design.v**
```verilog
`timescale 1ns / 1ps
module buz(
input CLK,
input RESET,
input DIP_SW0,
input DIP_SW1,
input DIP_SW2,
output reg Buzz,
output reg Relay
 );
reg [25:0]cnt_RB = 0;
reg [2:0] DIP;
always@(posedge CLK or posedge RESET)
begin
if(RESET)
begin
DIP <= 3'd0;
end
else DIP<={DIP_SW2, DIP_SW1, DIP_SW0};
end 
always@(posedge CLK or posedge RESET)
begin
   if(RESET==1'b1)
   begin
      Relay <= 1'b0;
      Buzz <= 1'b0;
      cnt_RB <= 32'd0;
   end 
   else begin
   case(DIP) 
   3'b001:
   begin
      if(cnt_RB==26'd50000000)  
         begin
         cnt_RB <= 26'd0;
         Relay <= ~Relay;
         Buzz <= ~Buzz;
         end
      else cnt_RB <= cnt_RB +1'b1;
   end
   3'b010:
   begin
      if(cnt_RB==26'd25000000)  
         begin
         cnt_RB <= 26'd0;
         Relay <= ~Relay;
         Buzz <= ~Buzz;
         end
      else cnt_RB <= cnt_RB +1'b1;
   end
   3'b100:
   begin
      if(cnt_RB==26'd12500000)  
         begin
         cnt_RB <= 26'd0;
         Relay <= ~Relay;
         Buzz <= ~Buzz;
         end
      else cnt_RB <= cnt_RB +1'b1;
   end
   default:
      Buzz <= 0;
   endcase
end
end
endmodule
```
**run.sh**
```bash
#!/bin/bash
# OpenROAD 26Q1-2900-gdf79404cd8, Yosys 0.63+post, stock flow scripts
make -C /OpenROAD-flow-scripts/flow DESIGN_CONFIG=/design/flow/config.mk WORK_HOME=/design/flow/orfs finish
```
==> impl_metrics.ini <==
; physical design summary
[layout]
layout.cells.non_filler = 280
area_growth_pct = 12.2
drive_gt1_share_pct = 8.65
num-fill-cells = 537

[route]
drc = 0
vias = 1492
diodes = 0
drtIter0Drc = 109
drt-wirelength-per-cell_um = 14.3
firstDrtPassIters = 4
ant_nets = 0
finalWirelength_um = 4010
via_per_inst = 5.33

[floorplan]
num_io_pins = 7
die_width_um = 79.4
rows = 27
core-area_um2 = 5640
fp-utilization_pct = 31.9
die_h_um = 79.4
dieArea_um2 = 6310

[synth]
area_leaders = dfrtp_1, o21ai_0, nand2_1
ys_area_um2 = 1800
common_cells = dfrtp_1, o21ai_0, nand2_1
ys_cells = 199
ys_seq_share_pct = 43.1
yosysTopAreaCellShare_pct = 43.1
edf_count = 0
yosys_warnings = 1
yosysMostFrequentCell = dfrtp_1
synth_flops = 31
async_flop_share_pct = 100
syn_inst = 199
largest_area_cell = dfrtp_1
yosys.cell_types.count = 41
syn_area_per_cell_um2 = 9.04
ff_type = dfrtp_1
netlist_area_um2 = 1800

[clock_network]
numCtsBuffers = 5
clkLatencyLatePin_ns = 0.28
hold_buffers = 0
cts_setup_buffers = 0
cts_tree = built
cts.sink_count = 31
cts-resized-gates = 0
htree_levels = 2
clockBufferDepth = 2
cts-root-buf = clkbuf_8
path_clk_slew_ns = 0.06

[placement]
place_inst = 272
port_buffers = 6
place_ws_ns = 0.708
hpwl_um = 2690
gp_congestion = 0.875

[job]
warning_count = 26
drv_cap = 0

[critical_path]
critical_path_buf_inv_count = 1
arrival_ns = 2.50
crit_type = flip-flop to flip-flop
cp_slowest_cell = and3_2
required_ns = 3.16
slowest_delay_ns = 0.51
crit_chain = inv_1 > ha_1 > nor4b_2 > nand2_1 > o31ai_1 > and3_2 > o21ai_2 > mux2_4
end_kind = flip-flop
cp-start-kind = flip-flop
crit_fanout = 22
path_delay_family = simple AND/OR/NAND/NOR gates

[final_timing]
finalCritPeriodShare_pct = 77.9
hold_ws_ns = 0.471
report.final.slew_viol_count = 0
max_freq_mhz = 428
clock_skew_ns = 0.00344
grt_setup_unrepaired = false
tightest_slew_ns = 0.782
period_needed_ns = 2.34
setup-violations-final = 0
relSlewSlack_pct = 47.4
hold_viol_final = 0
tns_ns = 0
setup_ws_ns = 0.664

[global_routing]
grt_usage_pct = 14.6
grt_pass1_vias = 1412
grt_max_degree = 32
antenna_found_initial = 0
grt_pass1_wl_um = 7200
overflow = 0

[power_and_ir_drop]
ir_drop_mv = 0.201
finalPower_w = 0.00102
leakage_nw = 0.774
p_per_area_nw_per_um2 = 505

[min_path]
holdCritPathClass = flip-flop to flip-flop

[outcome]
status = completed
## cell usage in the layout (no fill, tap or decap), drive strengths merged, types with 3 or more instances in the layout
cell type	instances
dfrtp	31
o21ai	28
nand2	24
nand3	16
nor2	10
and3	10
or3	8
clkbuf	8
inv	7
xnor2	6
nand4	6
a21oi	6
clkdlybuf4s50	6
nor3	4
xor2	3
o31ai	3
nor4	3
buf	3
nor4b	3
## routing by layer
metal  vias up  track usage [%]  part of all wire [%]
li1        744                -                     -
met5         -                0                     0
met2        28             21.4                    43
met4         0             1.27                  0.30
met1       718             24.0                    52
met3         2             2.09                   4.0
## report_power, final
part | internal [W] | switching, W | leakage, nW | total (W)
registers | 0.000459 | 0.0000514 | 0.415 | 0.000511
logic | 0.0000738 | 0.0000805 | 0.307 | 0.000154
clock network | 0.000209 | 0.000146 | 0.0515 | 0.000355
## path summary, 6_finish.rpt
path                       slack, ns  startpoint         end  depth (start not counted)
max                             0.66   cnt_RB[0]  cnt_RB[21]                          8
max in group asynchronous       2.02       RESET  cnt_RB[24]                          3
min reg2reg                     0.47       Relay       Relay                          1
min                             0.47       Relay       Relay                          1
min in group asynchronous       0.70       RESET       Relay                          3
max reg2reg                     0.66   cnt_RB[0]  cnt_RB[21]                          8
## state kept, by name, indices dropped and copies added (netlist names)
register	flops
cnt_RB	26
DIP	3
Buzz	1
Relay	1
## area by class of cell
| type | count | area [um^2] | share of cell area, % |
|---|---|---|---|
| clock buffer | 8 | 100 | 4.96 |
| multi-input combinational | 153 | 945 | 46.8 |
| sequential | 31 | 776 | 38.4 |
| tap | 72 | 90.1 | 4.46 |
| timing repair buffer | 9 | 82.6 | 4.09 |
| inverter | 7 | 26.3 | 1.30 |
## cell families after synthesis
| logic type | after synthesis | share of synthesized area [%] |
|---|---|---|
| compound gates | 46 | 15.4 |
| fa+ha+maj | 2 | 1.39 |
| mux | 1 | 0.834 |
| xor+xnor | 9 | 4.38 |
| buf+inv | 15 | 4.38 |
| flops | 31 | 43.1 |
| simple gates | 95 | 30.5 |
## stage by stage
step                      area (um^2)  util (%)
after floorplan                  1800         -
final                            2020      35.8
after CTS                        2020      35.8
after detailed placement         1920      34.0
after global placement           1920      34.0
after global routing             2020      35.8
Power figures rest on the tool's default switching activity, not on a simulated workload.
